==> ./design.v <==
module frame_generator#(
        WIDTH_BITS = 10,
        HEIGHT_BITS = 10,
        PIXEL_BITS = 12,
        DATA_WIDTH = 16,
        MEMORY_ADDRESS_WIDTH = 11,
        AUX_ADDRESS_WIDTH = 5,
        CPU_ELEMENTS = 10,
        MEMORY_ELEMENTS = 10
    )
    ( 
        input logic [WIDTH_BITS - 1:0] pixel_x_in, 
        input logic [HEIGHT_BITS - 1:0] pixel_y_in,
        input logic figure_bit_in, char_bit_in,
        input logic [DATA_WIDTH - 1:0] aux_data_in,
        output logic [AUX_ADDRESS_WIDTH - 1:0] aux_raddress_out,
        output logic bit_value_out,
        output logic [3:0] pixel_red_out,
        output logic [3:0] pixel_green_out,  
        output logic [3:0] pixel_blue_out
    );
    localparam _FINAL_ADDRESS = 2**MEMORY_ADDRESS_WIDTH - 1;
    logic pixel_bit;
    logic [PIXEL_BITS - 1:0] pixel;
    logic [WIDTH_BITS - 1:0] aux_x;  
    logic [DATA_WIDTH - 1:0] address, current_instr_address, current_data_address, instruction_address0, data_address0;
    always_latch 
    begin
        if(pixel_x_in==0 && pixel_y_in==2)
            aux_raddress_out <= 5'h00;
        else if(pixel_x_in==1 && pixel_y_in==2)
        begin
            current_instr_address <= aux_data_in; 
            if(aux_data_in < 5)
            begin 
                instruction_address0 <= {DATA_WIDTH{1'b0}};
            end
            else if(aux_data_in > (_FINAL_ADDRESS - 5))
            begin 
                instruction_address0 <= _FINAL_ADDRESS - 11'h009;
            end
            else
            begin 
                instruction_address0 <= aux_data_in - 11'h004;
            end
        end
        else if(pixel_x_in==2 && pixel_y_in==2)
            aux_raddress_out <= 5'h02;
        else if(pixel_x_in==3 && pixel_y_in==2)
        begin
            current_data_address <= aux_data_in;
            if(aux_data_in < 5)
            begin 
                data_address0 <= {DATA_WIDTH{1'b0}};
            end
            else if(aux_data_in > (_FINAL_ADDRESS - 5))
            begin 
                data_address0 <= _FINAL_ADDRESS - 11'h009;
            end
            else
            begin 
                data_address0 <= aux_data_in - 11'h004;
            end
        end
        else if((pixel_x_in>=159 && pixel_x_in<=287) && (pixel_y_in[9:4]>=3 && pixel_y_in[9:4]<=12))
        begin 
            aux_raddress_out <= CPU_ELEMENTS + pixel_y_in[9:4] - 6'd3; 
        end
        else if((pixel_x_in>=159 && pixel_x_in<=287) && (pixel_y_in[9:4]>=19 && pixel_y_in[9:4]<=28))
        begin 
            aux_raddress_out <= CPU_ELEMENTS + MEMORY_ELEMENTS + pixel_y_in[9:4] - 6'd19; 
        end
        else if((pixel_x_in>=356 && pixel_x_in<=484) && (pixel_y_in>=65 && pixel_y_in<=80))
            aux_raddress_out <= 5'h00; 
        else if((pixel_x_in>=502 && pixel_x_in<=630) && (pixel_y_in>=65 && pixel_y_in<=80))
            aux_raddress_out <= 5'h01; 
        else if((pixel_x_in>=356 && pixel_x_in<=484) && (pixel_y_in>=115 && pixel_y_in<=130))
            aux_raddress_out <= 5'h02; 
        else if((pixel_x_in>=502 && pixel_x_in<=630) && (pixel_y_in>=115 && pixel_y_in<=130))
            aux_raddress_out <= 5'h03; 
        else if((pixel_x_in>=356 && pixel_x_in<=484) && (pixel_y_in>=165 && pixel_y_in<=180))
            aux_raddress_out <= 5'h04; 
        else if((pixel_x_in>=502 && pixel_x_in<=630) && (pixel_y_in>=165 && pixel_y_in<=180))
            aux_raddress_out <= 5'h05; 
        else if((pixel_x_in>=356 && pixel_x_in<=484) && (pixel_y_in>=215 && pixel_y_in<=230))
            aux_raddress_out <= 5'h06; 
        else if((pixel_x_in>=502 && pixel_x_in<=630) && (pixel_y_in>=215 && pixel_y_in<=230))
            aux_raddress_out <= 5'h07; 
        else if((pixel_x_in>=419 && pixel_x_in<=426) && (pixel_y_in>=312 && pixel_y_in<=327))
            aux_raddress_out <= 5'h08; 
        else if((pixel_x_in>=556 && pixel_x_in<=575) && (pixel_y_in>=313 && pixel_y_in<=328))
            aux_raddress_out <= 5'h09; 
    end
    always_comb 
    begin
        if((pixel_x_in[9:3]>=2 && pixel_x_in[9:3]<=17) && (pixel_y_in[9:4]>=3 && pixel_y_in[9:4]<=12))
        begin 
            aux_x = 10'd0;
            address <= {instruction_address0 + pixel_y_in[9:4] - 6'd3};
            bit_value_out <= address[7'd17 - pixel_x_in[9:3]];
        end
        else if((pixel_x_in[9:3]>=20 && pixel_x_in[9:3]<=35) && (pixel_y_in[9:4]>=3 && pixel_y_in[9:4]<=12))
        begin 
            aux_x = 10'd0;
            address <= {instruction_address0 + pixel_y_in[9:4] - 6'd3};
            bit_value_out <= aux_data_in[7'd35 - pixel_x_in[9:3]];
        end
        else if((pixel_x_in[9:3]>=2 && pixel_x_in[9:3]<=17) && (pixel_y_in[9:4]>=19 && pixel_y_in[9:4]<=28))
        begin 
            aux_x = 10'd0;
            address <= {data_address0 + pixel_y_in[9:4] - 6'd19};
            bit_value_out <= address[7'd17 - pixel_x_in[9:3]];
        end
        else if((pixel_x_in[9:3]>=20 && pixel_x_in[9:3]<=35) && (pixel_y_in[9:4]>=19 && pixel_y_in[9:4]<=28))
        begin 
            aux_x = 10'd0;
            address <= {data_address0 + pixel_y_in[9:4] - 6'd19};
            bit_value_out <= aux_data_in[7'd35 - pixel_x_in[9:3]];
        end
        else if((pixel_x_in>=357 && pixel_x_in<=484) && (pixel_y_in>=65 && pixel_y_in<=80))
        begin 
            aux_x = 10'd484 - pixel_x_in;
            address <= {DATA_WIDTH{1'b0}};
            bit_value_out <= aux_data_in[aux_x[9:3]];
        end
        else if((pixel_x_in>=503 && pixel_x_in<=630) && (pixel_y_in>=65 && pixel_y_in<=80))
        begin 
            aux_x = 10'd630 - pixel_x_in;
            address <= {DATA_WIDTH{1'b0}};
            bit_value_out <= aux_data_in[aux_x[9:3]];
        end
        else if((pixel_x_in>=357 && pixel_x_in<=484) && (pixel_y_in>=115 && pixel_y_in<=130))
        begin 
            aux_x = 10'd484 - pixel_x_in;
            address <= {DATA_WIDTH{1'b0}};
            bit_value_out <= aux_data_in[aux_x[9:3]];
        end
        else if((pixel_x_in>=503 && pixel_x_in<=630) && (pixel_y_in>=115 && pixel_y_in<=130))
        begin 
            aux_x = 10'd630 - pixel_x_in;
            address <= {DATA_WIDTH{1'b0}};
            bit_value_out <= aux_data_in[aux_x[9:3]];
        end
        else if((pixel_x_in>=357 && pixel_x_in<=484) && (pixel_y_in>=165 && pixel_y_in<=180))
        begin 
            aux_x = 10'd484 - pixel_x_in;
            address <= {DATA_WIDTH{1'b0}};
            bit_value_out <= aux_data_in[aux_x[9:3]];
        end
        else if((pixel_x_in>=503 && pixel_x_in<=630) && (pixel_y_in>=165 && pixel_y_in<=180))
        begin 
            aux_x = 10'd630 - pixel_x_in;
            address <= {DATA_WIDTH{1'b0}};
            bit_value_out <= aux_data_in[aux_x[9:3]];
        end
        else if((pixel_x_in>=357 && pixel_x_in<=484) && (pixel_y_in>=215 && pixel_y_in<=230))
        begin 
            aux_x = 10'd484 - pixel_x_in;
            address <= {DATA_WIDTH{1'b0}};
            bit_value_out <= aux_data_in[aux_x[9:3]];
        end
        else if((pixel_x_in>=503 && pixel_x_in<=630) && (pixel_y_in>=215 && pixel_y_in<=230))
        begin 
            aux_x = 10'd630 - pixel_x_in;
            address <= {DATA_WIDTH{1'b0}};
            bit_value_out <= aux_data_in[aux_x[9:3]];
        end
        else if((pixel_x_in>=557 && pixel_x_in<=565) && (pixel_y_in>=313 && pixel_y_in<=328))
        begin 
            aux_x = 10'd0;
            address <= {DATA_WIDTH{1'b0}};
            bit_value_out <= aux_data_in[1];
        end
        else if((pixel_x_in>=568 && pixel_x_in<=575) && (pixel_y_in>=313 && pixel_y_in<=328))
        begin 
            aux_x = 10'd0;
            address <= {DATA_WIDTH{1'b0}};
            bit_value_out <= aux_data_in[0];
        end
        else if((pixel_x_in>=420 && pixel_x_in<=426) && (pixel_y_in>=312 && pixel_y_in<=327))
        begin 
            aux_x = 10'd0;
            address <= {DATA_WIDTH{1'b0}};
            bit_value_out <= aux_data_in[0];
        end
        else
        begin
            aux_x = 10'd0;
            address <= {DATA_WIDTH{1'b0}};
            bit_value_out <= 1'b0;
        end
    end
    always_comb
    begin
        if(((pixel_x_in[9:3]>=2 && pixel_x_in[9:3]<=17) || (pixel_x_in[9:3]>=20 && pixel_x_in[9:3]<=35)) && 
        ((pixel_y_in>=48 && pixel_y_in<=206) && (address == current_instr_address) ||  
        (pixel_y_in>=303 && pixel_y_in<=462) && (address == current_data_address))) 
            pixel <= {PIXEL_BITS{!pixel_bit}};
        else
            pixel <= {PIXEL_BITS{pixel_bit}};
    end
    assign pixel_bit = figure_bit_in | char_bit_in; 
    assign pixel_red_out = pixel[11:8];
    assign pixel_green_out = pixel[7:4];
    assign pixel_blue_out = pixel[3:0];
endmodule
==> ./run.sh <==
#!/bin/bash
# OpenROAD 26Q1-2900-gdf79404cd8, Yosys 0.63+post, stock flow scripts
make -C /OpenROAD-flow-scripts/flow DESIGN_CONFIG=/design/flow/config.mk WORK_HOME=/design/flow/orfs finish
==> ./config.mk <==
export PLATFORM = sky130hd
export DESIGN_NAME = frame_generator
export DESIGN_NICKNAME = frame_generator
export VERILOG_FILES = /design/flow/design.v
export SDC_FILE = /design/flow/constraint.sdc
export NUM_CORES = 4
export LEC_CHECK = 1
export CORE_UTILIZATION = 40
==> ./constraint.sdc <==
current_design frame_generator

set clk_period 13.1
set clk_io_pct 0.2

create_clock -name clk0 -period $clk_period

set non_clock_inputs [all_inputs -no_clocks]
set_input_delay [expr $clk_period * $clk_io_pct] -clock clk0 $non_clock_inputs
set_output_delay [expr $clk_period * $clk_io_pct] -clock clk0 [all_outputs]
==> run notes <==
Implementation results.

The run finished with clean final reports. The total length of routed wires is 18,200 um. The cell count of the worst hold path is 4. The half-perimeter wire length after detailed placement is 14,500 um. The routed design shows a via density per instance of 6.00. Of all flip-flops after synthesis, the portion carrying an async set or reset was 0%. The switching power share of the total is 55.1%. The worst setup path is captured at a primary output.

Summed over all routing layers, the global router reports a total usage of 24.1%. The routing usage on met3 is 2.09%. The kind of launch point of the worst setup path is an input port. The script reports the combined buffer and inverter count of the critical path as 4. The net switching component of the power is 0.0989 mW.

The length of the first detailed-routing pass in iterations is 5. In the global route stage, met2 resource usage came out at 35.8%. The end of the worst hold path is pixel_red_out[3].

Counting the fill cells in the layout gives 1,421. The die boundary height is 126 um. The buffer count from post-CTS setup fixing is 0.

The fraction of met1 tracks used by global routing is 38.8%. The worst setup path is of the input port to primary output kind. The maximum clock frequency is 0.0919 GHz. The floorplan step defined a die boundary enclosing 15,800 um^2. Between the synthesized netlist and the finished layout, the area growth was recorded as 10.3%. The antenna violation net count after detailed routing is 0.

For reference, the critical path cell chain is clkdlybuf4s50_1, inv_1, ha_1, inv_1, fa_1, a211oi_1, o21ai_0, a31oi_1, o31ai_1, a21oi_1, o21ai_0, or4_4, a2111oi_2, a32oi_1, xor2_1, clkdlybuf4s50_1. The chip area line in the Yosys stat output reads 6110 um^2. The flow reported a cell area power density of 26.6 nW/um^2. The clock group share of total power is 0%. The part of the power in registers is 7.0%.

The start point of the critical path is pixel_y_in[6]. After routing, the total negative slack on setup checks comes to 0 ns. The number of cells reported by Yosys stat comes to 820. Counting I/O delays and the setup requirement, the final critical path takes 10.88 ns. Counting only logic cells after layout, the most numerous master is sky130_fd_sc_hd__inv_1. Prior to clock tree synthesis, the placed netlist has a worst setup slack of 2.25 ns. The transition time of the tightest slew-check pin is 0.762 ns.

The total grt overflow is 0. Summing over every cut layer, the via total after detailed routing is 6,127. The post-route netlist has 4.66% of its cells at a drive strength greater than 1. The number of global-route vias before repair was 5,593. After detailed routing, the average wire length per cell comes to 17.8 um. The maximum number of pins on one net before global-route repair is 33. The timer found 69 register pins that no clock reaches; their paths are not timed.

The worst-case headroom to the max-slew limit is 49.0%. In this run, synthesis produced a sequential element count of 69. The final tally of hold violations is 0.

The total core area is 14,700 um^2. The violation tally recorded at the end of detailed-routing iteration 0 is 371. The routing layer with the top usage in global route is met1. In the power breakdown, the internal column shows 0.0804 mW. The initial antenna violation count is 0. 56 I/O pins were placed. The initial standard-cell utilization of the core is 41.6%.

The number of enable-type register cells in the synthesized netlist is 0. Max-slew check failures listed in the final report amount to 0. Summing every instance area after synthesis gives 6110 um^2. In this run, post-CTS repair resized a total of 0 instances.

The peak supply drop is 19.5 uV. The average instance in the mapped netlist occupies 7.45 um^2. The number of buffers inserted by hold repair at cts is 0. At the end of routability-driven placement, the weighted congestion stood at 0.899. The script extracted a total leakage power of 2.81 nW. Leaving out fill and tap cells, the most frequent cells in the layout are 71 x sky130_fd_sc_hd__inv_1, 69 x sky130_fd_sc_hd__dlxtn_1, 61 x sky130_fd_sc_hd__nor2_1. Per the finish-stage timing summary, setup violations number 0. The worst path meets setup with 2.22 ns of slack. The die is 126 um wide.

The tally of OpenROAD warnings is 46. The count of standard-cell rows is 44. The cell type of the slowest stage on the worst timing path is sky130_fd_sc_hd__clkdlybuf4s50_1. The count of buffers from port buffering is 56. 74 endpoints have no timing constraint.

Post-route period utilization is reported as 83.0%. The required time of the critical path is 10.48 ns. Measured on the finished design, the core utilization comes to 45.8%. The instance count of the mapped netlist is 820. Per the hold report, the tightest min-delay path originates at figure_bit_in. Setup repair after global routing left no endpoint under its margin.

The largest stage delay on the critical path is 0.90 ns. The report shows a maximum critical-path fanout of 20. The max-capacitance violation count is 0. The placed instance count is 1,021. In the synthesized netlist the dominant register cell turns out to be sky130_fd_sc_hd__dlxtn_1. The min-delay analysis places its worst path in the category input port to primary output. Yosys mapped the design onto 79 distinct sky130hd cell types.

The detailed-route DRC error count is 0. The signal arrival time at the worst endpoint is 8.26 ns. The first global-routing pass estimated 29,900 um of wire.

The flow reports that combinational logic draws 93.0% of the design power. The antenna cell count is 0. On the critical path the largest part of the delay comes from AND-OR/OR-AND gates. The filler-free cell count of the finished design is 1,021. The warning count from the yosys run is 1.
[flip-flops by register name (all words and copies together) (netlist names)]
signal / count
current_data_address: 16
current_instr_address: 16
data_address0: 16
instruction_address0: 16
aux_raddress_out: 5
[worst max-delay path by stage]
stage / endpoint / cells past startpoint / slack [ns]
global route: pixel_red_out[0] / 16 / 1.75
CTS: pixel_green_out[2] / 16 / 2.23
finish: pixel_green_out[2] / 16 / 2.22
[worst min-delay path, delay by kind of cell]
family                 cells  cell delay, ns
XOR/XNOR                   1            0.22
buffers and inverters      2            0.83
AND/OR/NAND/NOR            1            0.11
[logic make-up (layout without fill, tap and decap cells)]
kind of cell,Yosys count,count (layout),share of synthesized area [%]
AND-OR/OR-AND,225,225,25.4
XOR/XNOR,50,50,7.17
adder cells (fa/ha/maj),63,63,13.0
buffers and inverters,122,139,8.21
latches,69,69,17.0
multiplexers,27,27,6.55
AND/OR/NAND/NOR,264,264,22.7
[cells in the mapped netlist (all sizes together), types with 7 or more instances]
master | instances | area [um^2]
nor3 | 27 | 140
a21oi | 50 | 250
or3 | 11 | 68.8
nand3 | 24 | 120
xnor2 | 28 | 245
inv | 72 | 270
nand2b | 11 | 76.3
dlxtn | 69 | 1040
a31oi | 13 | 81.3
o31ai | 7 | 52.6
mux2i | 13 | 130
mux4 | 10 | 225
a221oi | 7 | 61.3
nand4 | 12 | 81.3
clkbuf | 30 | 113
ha | 58 | 726
a22oi | 8 | 60.1
xor2 | 22 | 193
a21o | 9 | 67.6
o21a | 9 | 67.6
nor2b | 8 | 50.1
nor2 | 61 | 229
nor4 | 20 | 125
buf | 17 | 108
nand2 | 48 | 180
o21ai | 47 | 235
[cell type report]
| cell class | instances | area (um^2) | share of cell area, % |
|---|---|---|---|
| multi-input cells | 629 | 4570 | 67.8 |
| flip-flops and latches | 69 | 1040 | 15.4 |
| repair buffers | 64 | 621 | 9.21 |
| inverters | 75 | 282 | 4.18 |
| well taps | 184 | 230 | 3.42 |
[metal layers]
metal,up-vias,wire length (um)
met4,0,274
li1,3057,-
met5,-,0
met2,229,7900
met1,2817,8840
met3,24,1140
[metrics by stage]
step,hold slack [ns],cell area (um^2),power (mW)
2_1_floorplan,5.40,6110,0.126
3_3_place_gp,6.40,6740,0.176
3_5_place_dp,6.41,6740,0.177
4_1_cts,6.42,6740,0.178
5_1_grt,6.48,6740,0.198
6_report,6.40,6740,0.179
[power groups by stage]
stage | sequential (mW) | clock (mW) | combinational (mW)
after CTS | 0.0125 | 0 | 0.166
after global routing | 0.0134 | 0 | 0.185
final | 0.0126 | 0 | 0.167
Power figures rest on the tool's default switching activity, not on a simulated workload.
